==> /design/flow/constraint.sdc <==
current_design ysyx_041514_dcache_data

set clk_period 40.9
set clk_io_pct 0.2

create_clock -name clk0 -period $clk_period

set non_clock_inputs [all_inputs -no_clocks]
set_input_delay [expr $clk_period * $clk_io_pct] -clock clk0 $non_clock_inputs
set_output_delay [expr $clk_period * $clk_io_pct] -clock clk0 [all_outputs]
==> /design/flow/design.v <==
module ysyx_041514_dcache_data #(
    IDX_LEN = 6,   
    BLK_LEN = 6    
) (
    input [IDX_LEN-1:0] dcache_index_i,   
    input [BLK_LEN-1:0] dcache_blk_addr_i,
    input [128-1:0] dcache_line_wdata_i,
    input  [128-1:0] dcache_wmask,
    input [2:0] burst_count_i,
    input dcache_allocate_valid_i,
    input dcache_writeback_valid_i,
    input dcache_wen_i,
    output [64-1:0] dcache_writeback_data_o,
    output [64-1:0]    dcache_rdata_o,
    output [  5:0] io_sram0_addr,
    output         io_sram0_cen,
    output         io_sram0_wen,
    output [127:0] io_sram0_wmask,
    output [127:0] io_sram0_wdata,
    input  [127:0] io_sram0_rdata,
    output [  5:0] io_sram1_addr,
    output         io_sram1_cen,
    output         io_sram1_wen,
    output [127:0] io_sram1_wmask,
    output [127:0] io_sram1_wdata,
    input  [127:0] io_sram1_rdata,
    output [  5:0] io_sram2_addr,
    output         io_sram2_cen,
    output         io_sram2_wen,
    output [127:0] io_sram2_wmask,
    output [127:0] io_sram2_wdata,
    input  [127:0] io_sram2_rdata,
    output [  5:0] io_sram3_addr,
    output         io_sram3_cen,
    output         io_sram3_wen,
    output [127:0] io_sram3_wmask,
    output [127:0] io_sram3_wdata,
    input  [127:0] io_sram3_rdata
);
  wire [127:0] Q00, Q01, Q10, Q11;   
  wire [127:0] BWEN = ~dcache_wmask;   
  wire [5:0] A = dcache_index_i;   
  wire [127:0] D = dcache_line_wdata_i;   
  reg [64-1:0] dcache_wb_data;
  assign dcache_writeback_data_o = dcache_wb_data;
  always @(*) begin
    case (burst_count_i)
      3'd0: dcache_wb_data = Q00[63:0];
      3'd1: dcache_wb_data = Q00[127:64];
      3'd2: dcache_wb_data = Q01[63:0];
      3'd3: dcache_wb_data = Q01[127:64];
      3'd4: dcache_wb_data = Q10[63:0];
      3'd5: dcache_wb_data = Q10[127:64];
      3'd6: dcache_wb_data = Q11[63:0];
      3'd7: dcache_wb_data = Q11[127:64];
    endcase
  end
  wire allocate_CEN00 = (burst_count_i[2:1] == 2'b00 && dcache_allocate_valid_i);
  wire allocate_CEN01 = (burst_count_i[2:1] == 2'b01 && dcache_allocate_valid_i);
  wire allocate_CEN10 = (burst_count_i[2:1] == 2'b10 && dcache_allocate_valid_i);
  wire allocate_CEN11 = (burst_count_i[2:1] == 2'b11 && dcache_allocate_valid_i);
  wire hit_CEN00 = (dcache_blk_addr_i[5:4] == 2'b00 && ~dcache_allocate_valid_i && ~dcache_writeback_valid_i);
  wire hit_CEN01 = (dcache_blk_addr_i[5:4] == 2'b01 && ~dcache_allocate_valid_i&& ~dcache_writeback_valid_i);
  wire hit_CEN10 = (dcache_blk_addr_i[5:4] == 2'b10 && ~dcache_allocate_valid_i&& ~dcache_writeback_valid_i);
  wire hit_CEN11 = (dcache_blk_addr_i[5:4] == 2'b11 && ~dcache_allocate_valid_i&& ~dcache_writeback_valid_i);
  wire WEN00 = ~((allocate_CEN00 | hit_CEN00) & dcache_wen_i);
  wire WEN01 = ~((allocate_CEN01 | hit_CEN01) & dcache_wen_i);
  wire WEN10 = ~((allocate_CEN10 | hit_CEN10) & dcache_wen_i);
  wire WEN11 = ~((allocate_CEN11 | hit_CEN11) & dcache_wen_i);
  wire [127:0] dcache_ram_data = ({128{hit_CEN00}}&Q00)
                                 | ({128{hit_CEN01}}&Q01)
                                 | ({128{hit_CEN10}}&Q10)
                                 | ({128{hit_CEN11}}&Q11);
  wire [64-1:0] _dcache_rdata_o = {dcache_ram_data[dcache_blk_addr_i[3:0]*8+:64]};
  assign dcache_rdata_o = _dcache_rdata_o;
  assign io_sram0_cen = 1'b0;
  assign io_sram0_wmask = BWEN;
  assign io_sram0_addr = A;
  assign io_sram0_wdata = D;
  assign io_sram0_wen = WEN00;
  assign Q00 = io_sram0_rdata;
  assign io_sram1_cen = 1'b0;
  assign io_sram1_wmask = BWEN;
  assign io_sram1_addr = A;
  assign io_sram1_wdata = D;
  assign io_sram1_wen = WEN01;
  assign Q01 = io_sram1_rdata;
  assign io_sram2_cen = 1'b0;
  assign io_sram2_wmask = BWEN;
  assign io_sram2_addr = A;
  assign io_sram2_wdata = D;
  assign io_sram2_wen = WEN10;
  assign Q10 = io_sram2_rdata;
  assign io_sram3_cen = 1'b0;
  assign io_sram3_wmask = BWEN;
  assign io_sram3_addr = A;
  assign io_sram3_wdata = D;
  assign io_sram3_wen = WEN11;
  assign Q11 = io_sram3_rdata;
endmodule
==> /design/flow/run.sh <==
#!/bin/bash
# OpenROAD 26Q1-2900-gdf79404cd8, Yosys 0.63+post, stock flow scripts
make -C /OpenROAD-flow-scripts/flow DESIGN_CONFIG=/design/flow/config.mk WORK_HOME=/design/flow/orfs finish
==> /design/flow/config.mk <==
export PLATFORM = sky130hd
export DESIGN_NAME = ysyx_041514_dcache_data
export DESIGN_NICKNAME = ysyx_041514_dcache_data
export VERILOG_FILES = /design/flow/design.v
export SDC_FILE = /design/flow/constraint.sdc
export NUM_CORES = 4
export LEC_CHECK = 1
export CORE_AREA = 10 10 749 749
export DIE_AREA = 0 0 759 759
==> Implementation_results.wiki <==
== Run summary ==
{| class="wikitable"
! Metric !! Value
|-
| Global-route usage over all layers || 15.5%
|-
| Area Growth Syn to Fin || 79.3%
|-
| Yosys chip area || roughly 19000 um2
|-
| Biggest combinational cell group after synthesis || buffers and inverters
|-
| Arrival time reported for the critical path endpoint || 13.22 ns
|-
| Fin. Hold Viols || 0
|-
| Pwr dens || 12.4 nW/um2
|-
| Final standard cell area without fillers || roughly 35000 um2
|-
| Share of synthesized cell area in full adder, half adder and majority cells || 0%
|-
| I/O pin cnt || 1970
|-
| Power share of the combinational group || ~100%
|-
| Routed vias || between 20000 and 25000
|-
| Pin count of the biggest net entering global routing || 81
|-
| Die area || 576000 um2
|-
| Wire length of the first global-routing pass || 518000 um
|-
| Result of the run || complete, but fails checks
|-
| Count of fill cells added during filler insertion || 64100
|-
| Average footprint of a synthesized cell || approximately 7.5 um2
|-
| Proportion of synthesized chip area in sequential cells || 0%
|-
| Input/output buffers || 1296
|-
| Total of hold buffers inserted after clock tree synthesis || 0
|-
| Leading cell types in the layout, fill and taps excluded || sky130_fd_sc_hd__clkdlybuf4s50_1, sky130_fd_sc_hd__mux2i_1, sky130_fd_sc_hd__nor2_1, sky130_fd_sc_hd__inv_1, sky130_fd_sc_hd__nand2_1
|-
| Weighted congestion at the end of routability-driven global placement || 0.974
|-
| Total internal power || 181 uW
|-
| Iteration tally of the first detailed-router pass || 5
|-
| Min Tclk post-route || approximately 21 ns
|-
| Tightest Pin Transition || 1.55 ns
|-
| Element type at the critical path end || output pin
|-
| Final period util || 52.3%
|-
| Sequential cell count || 0
|-
| Antenna violation net count after detailed routing || 0
|-
| Remaining Overflow, GRT || 0
|-
| Placement Rows || roughly 270
|-
| Postcts setup bufs || 0
|-
| Proportion of layout cells with a drive suffix above 1 || 10.3%
|-
| Area share of and-or/or-and cells after synthesis || a little under a fifth
|-
| Distinct lib cells || between 60 and 70
|-
| Vias in the first global route || 22600
|-
| Mux cell area share || around 31%
|-
| Number of max-capacitance violations reported || 1
|-
| Setup TNS || 0 ns
|-
| Die X || 759 um
|-
| Power after layout || 429 uW
|-
| Yosys Instances || roughly 2600
|-
| Gate count after technology mapping || 2580
|-
| Die span in y || roughly 760 um
|-
| Comb gate area || 11000 um2
|-
| Register area || 0 um2
|-
| Type of the most critical hold path || input port to output pin
|-
| Starting density of the core || 3.55%
|-
| Xor+xnor area frac || 0%
|-
| Failing checks || max-capacitance violations, max-slew violations
|-
| DRC || 0
|-
| Fraction of power consumed by sequential logic || 0%
|-
| Clkbuf count || 0
|-
| Total leakage power || between 10 and 15 nW
|-
| Routed wire length || around 460000 um
|-
| Placeable core region || 545000 um2
|-
| Placed inst area || 34500 um2
|-
| Average vias per placed instance || roughly 2.4
|-
| Max transition margin || -4.73%
|-
| Critical setup path kind || input port to output pin
|-
| DR iter-0 viols || between 2000 and 2500
|-
| Crit path required time || ~33 ns
|-
| Synthesized cell area || 19300 um2
|-
| RSZ-0062 raised after global routing || no
|-
| IR drop worst, VDD || 0.00844 mV
|-
| Net Sw Power || 248 uW
|-
| Wire length per cell after detailed routing || 45.0 um
|-
| Estimated wirelength of the detail-placed design || 434000 um
|-
| Number of synthesis warnings || 1
|-
| Antenna violations before repair || 442
|-
| Post_cts resized || 0
|-
| Top fanout value on the critical path || 42
|-
| Synthesized-area fraction occupied by and/or/nand/nor cells || 7.81%
|-
| Clock power share || 0%
|-
| Total number of warnings across the stage logs || 32
|-
| Maximum clock rate || 46.7 MHz
|-
| Max-slew violations || 2
|-
| Commonest non-fill, non-tap cell in the layout || sky130_fd_sc_hd__clkdlybuf4s50_1
|-
| Critical Path Source Type || input port
|-
| # setup viols final || 0
|-
| Net Sw Frac || between 50% and 60%
|}
## synthesized netlist by cell type (3+ instances only)
master                      number  area share [%]
sky130_fd_sc_hd__o221ai_1        9            0.41
sky130_fd_sc_hd__nor3_1         14            0.36
sky130_fd_sc_hd__a31oi_1         8            0.26
sky130_fd_sc_hd__nor2_1        176             3.4
sky130_fd_sc_hd__mux4_1          9             1.2
sky130_fd_sc_hd__o221a_2         3            0.17
sky130_fd_sc_hd__clkbuf_1       88             1.7
sky130_fd_sc_hd__a21o_1          6            0.23
sky130_fd_sc_hd__nor2b_1         4            0.13
sky130_fd_sc_hd__buf_6          13            0.76
sky130_fd_sc_hd__a221oi_1       49             2.2
sky130_fd_sc_hd__a21boi_0        3            0.12
sky130_fd_sc_hd__o21ai_1         4            0.10
sky130_fd_sc_hd__o21ai_0        85             2.2
sky130_fd_sc_hd__o22a_1         13            0.59
sky130_fd_sc_hd__a221o_1         9            0.47
sky130_fd_sc_hd__mux2i_1       287              15
sky130_fd_sc_hd__nand3_1        24            0.62
sky130_fd_sc_hd__o211ai_1        5            0.19
sky130_fd_sc_hd__and2_1         11            0.36
sky130_fd_sc_hd__a22oi_1        31             1.2
sky130_fd_sc_hd__inv_2           3           0.058
sky130_fd_sc_hd__buf_4         942              37
sky130_fd_sc_hd__buf_1          25            0.48
sky130_fd_sc_hd__o2bb2ai_1       3            0.14
sky130_fd_sc_hd__a211oi_1       30             1.2
sky130_fd_sc_hd__a2bb2oi_1       5            0.23
sky130_fd_sc_hd__or3_1           3           0.097
sky130_fd_sc_hd__nand2_1       129             2.5
sky130_fd_sc_hd__nand2b_1        3           0.097
sky130_fd_sc_hd__inv_1         152             2.9
sky130_fd_sc_hd__o31ai_1         4            0.16
sky130_fd_sc_hd__o32ai_1         4            0.18
sky130_fd_sc_hd__a21oi_1        73             1.9
sky130_fd_sc_hd__mux2_2         51             3.0
sky130_fd_sc_hd__o22ai_1        99             3.2
sky130_fd_sc_hd__mux4_2        100              12
sky130_fd_sc_hd__o21a_1          6            0.23
sky130_fd_sc_hd__buf_2          30            0.78
sky130_fd_sc_hd__a22o_1         33             1.5
sky130_fd_sc_hd__a32o_1          5            0.26
## path summary, 6_finish.rpt
check	start	to	slack (ns)	cells after the start
worst max-delay path	dcache_blk_addr_i[4]	dcache_rdata_o[27]	19.50	9
worst min-delay path	dcache_index_i[4]	io_sram0_addr[4]	16.36	0
## worst max-delay path, cell delays in order
cell and delay, ns:
sky130_fd_sc_hd__buf_8 0.32, sky130_fd_sc_hd__buf_4 0.71, sky130_fd_sc_hd__buf_4 0.68, sky130_fd_sc_hd__mux2i_1 0.21, sky130_fd_sc_hd__o22ai_2 0.35, sky130_fd_sc_hd__buf_4 0.20, sky130_fd_sc_hd__mux2i_1 0.13, sky130_fd_sc_hd__o311ai_0 1.26
sky130_fd_sc_hd__clkdlybuf4s50_1 1.05
## layer usage
layer | vias to the layer above | global-route usage (%) | part of all wire [%]
met5 | - | 0.139 | 0.30
met4 | 202 | 3.74 | 3.7
met3 | 916 | 13.9 | 20
met2 | 2953 | 23.3 | 42
met1 | 11300 | 16.0 | 34
li1 | 8927 | - | -
## cells by family after synthesis
group	after synthesis
compound gates	506
mux	447
other cells	1
buf+inv	1256
simple gates	370
## power groups by stage
| stage | Combinational [mW] | Clock (mW) | Sequential (mW) |
|---|---|---|---|
| 4_1_cts | 0.437 | 0 | 0 |
| 5_1_grt | 0.450 | 0.000000108 | 0 |
| 6_report | 0.429 | 0.0000000644 | 0 |
## final cells by class
type	count	share of cell area, %
repair buffers	1409	39.8
multi-input cells	1327	31.7
well taps	7234	26.1
diodes	97	0.700
inverters	155	1.68
## per-stage QoR
stage               instances  util, %  setup slack (ns)  hold WS, ns
floorplan                2583        -             22.78        16.38
global placement        10100     6.33             19.65        16.36
detailed placement      10100     6.33             19.60        16.36
CTS                     10100     6.33             19.60        16.36
global route            10200     6.34             19.50        16.36
finish                  10200     6.37             19.50        16.36
Power and IR drop assume default switching activity.
