===== flow/config.mk =====
export PLATFORM = sky130hd
export DESIGN_NAME = ysyx_041514_dcache_tag
export DESIGN_NICKNAME = ysyx_041514_dcache_tag
export VERILOG_FILES = /design/flow/design.v
export SDC_FILE = /design/flow/constraint.sdc
export NUM_CORES = 4
export LEC_CHECK = 1
export CORE_UTILIZATION = 40

===== flow/constraint.sdc =====
current_design ysyx_041514_dcache_tag

set clk_period 29.0
set clk_io_pct 0.2

create_clock -name clk0 -period $clk_period [get_ports {clk}]

set non_clock_inputs [all_inputs -no_clocks]
set_input_delay [expr $clk_period * $clk_io_pct] -clock clk0 $non_clock_inputs
set_output_delay [expr $clk_period * $clk_io_pct] -clock clk0 [all_outputs]

===== flow/design.v =====
module ysyx_041514_dcache_tag #(
    TAG_LEN = 20,   
    IDX_LEN = 6,    
    TAG_NUM = 64    
) (
    input                clk,
    input                rst,
    input  [TAG_LEN-1:0] dcache_tag_i,        
    input  [IDX_LEN-1:0] dcache_index_i,      
    input                dirty_bit_write_i,   
    input                dirty_flush_i,       
    output               dirty_bit_read_o,    
    output [TAG_LEN-1:0] dcache_tag_o,        
    input                write_valid_i,       
    output               dcache_hit_o
);
  reg [TAG_LEN-1+1:0] dcache_tag_regs[TAG_NUM-1:0];   
  wire [TAG_LEN-1:0] read_tag;
  wire read_dirty_bit;
  assign {read_dirty_bit, read_tag} = dcache_tag_regs[dcache_index_i];
  wire _dcache_hit = (dcache_tag_i == read_tag);   
  wire _dirty_bit_read = read_dirty_bit;
  assign dcache_hit_o = _dcache_hit;
  assign dcache_tag_o = read_tag;
  assign dirty_bit_read_o = _dirty_bit_read;
  integer i;
  always @(posedge clk) begin
    if (rst) begin
      for (i = 0; i < TAG_NUM; i = i + 1) begin
        dcache_tag_regs[i][19:0] <= 'b0;
      end
    end else if (write_valid_i) begin
      dcache_tag_regs[dcache_index_i][19:0] <= dcache_tag_i;
    end
  end
  integer j;
  always @(posedge clk) begin
    if (rst| dirty_flush_i) begin
      for (j = 0; j < TAG_NUM; j = j + 1) begin
        dcache_tag_regs[j][20] <= 'b0;
      end
    end else if (write_valid_i) begin
      dcache_tag_regs[dcache_index_i][20] <= dirty_bit_write_i;
    end
  end
endmodule

===== flow/run.sh =====
#!/bin/bash
# OpenROAD 26Q1-2900-gdf79404cd8, Yosys 0.63+post, stock flow scripts
make -C /OpenROAD-flow-scripts/flow DESIGN_CONFIG=/design/flow/config.mk WORK_HOME=/design/flow/orfs finish

==> flow_summary.yaml <==
# synthesis and place-and-route metrics
place:
  dpl_cell_area_um2: 64900
  preCtsSetupSlack_ns: 11.44
  place.gp.congestion: 1.07
  place_hpwl_um: 140000
  portBuffers: 52
  dp.cells: 6307
grt:
  grt_max_degree: 183
  grt_pass1_vias: 41525
  grt_overflow: 0
  gr-usage-all-layers_pct: 32.4
  grt_pass1_wl_um: 330000
  antenna_found_initial: 15
yosys:
  synth_area_um2: 62600
  edf_count: 1344
  synth.distinct_cells: 74
  synthMuxAreaShare_pct: 9.00
  top_area_cell: "edfxtp_1"
  ys_async_sr_fraction_pct: 0
  avgSynthCellArea_um2: 13.6
  synth_top_area_share_pct: 64.5
  ys_sh_simple_pct: 16.4
  yosysChipArea_um2: 62600
  yosysCellCount: 4609
  most_common_cell: "edfxtp_1"
  synth-xor-area-share_pct: 0.280
  synth_seq_share_pct: 64.5
  flop_cell: "edfxtp_1"
  synthCells: 4609
  top_cells_by_area: "edfxtp_1 64%, and3_1 13%, mux4_2 4.9%"
  synth_flops: 1344
  ys_sh_aoi_pct: 5.76
  adder_share_pct: 0
  yosys_warnings: 1
  logic_family: "simple AND/OR/NAND/NOR gates"
  common_cells: "1344 x edfxtp_1, 1282 x and3_1, 509 x clkbuf_1"
sta:
  finalClockPeriodUsage_pct: 61.7
  max_slew_margin_pct: 14.7
  maxSlewViolCount: 0
  hold_slack_ns: 5.57
  fin_crit_ns: 17.90
  hold_violations: 0
  rsz0062_at_grt: "no"
  setup_viol: 0
  tightestPinTransition_ns: 1.27
  setup_tns_ns: 0
  max_freq_mhz: 55.9
  setup_slack_ns: 11.10
finish:
  largest_reg_flops: 1344
  final_cells: 6566
  regMostFlops: "dcache_tag_regs"
  fin_area_um2: 69200
  final_core_util_pct: 44.7
  area_delta_synth_final_pct: 10.5
  reg.largest.list: "dcache_tag_regs (1344)"
  drive_gt1_share_pct: 14.2
  nFillCells: 13253
routing:
  ant_nets: 0
  vias: 41605
  drt_iter0_markers: 3551
  wirelength_um: 236000
  firstDrtPassIters: 6
  vias_per_cell: 6.34
  avgRoutedWirePerCell_um: 36.0
  drc: 0
floorplan:
  initCoreUtil_pct: 40.5
  io_pins: 53
  row_count: 144
  dieWidth_um: 398
  die_h_um: 398
  core_um2: 155000
  dieArea_um2: 158000
clock_network:
  clk_pin_slew_ns: 0.06
  clockBufferDepth: 3
  tritoncts: "done"
  root_buffer: "clkbuf_16"
  h-tree-depth: 4
  cts-buffers-inserted: 145
  post_cts_buffers: 0
  cts.sinks: 1344
  cts.hold.buffers_added: 0
  ctsResizeCount: 0
hold_path:
  holdCritPathClass: "in2reg"
outcome:
  status: "complete, no violations"
job:
  log.warning_count: 38
  drv_cap: 0
power:
  fin_total_pwr_mw: 4.43
  p_per_area_nw_per_um2: 64.0
  cellLeakagePower_nw: 28.1
  max-vdd-ir-drop_v: 0.0000456
worst_setup_path:
  required_ns: 23.20
  arrival_ns: 12.10
  end_kind: "output port"
  crit_type: "in2out"
  cp_max_fo: 40
  startpoint_type: "input port"
## worst max-delay path, stage by stage
cell	delay [ns]
buf_8	0.33
buf_4	0.59
buf_4	0.72
nand4_1	0.81
o22ai_1	1.12
a2111oi_2	0.12
a21oi_1	0.47
nor2_1	0.11
o21ai_2	0.10
xor2_1	0.11
or4_4	0.52
nor4_2	0.62
clkdlybuf4s50_1	0.60
## cells by family (layout without fill, tap and decap cells)
family,count (synthesis),after routing
muxes,386,386
xor gates and xnor gates,20,20
other,0,7
and+or+nand+nor,1737,1737
DFF,1344,1344
AOI/OAI and AO/OA,495,495
buffers and inverters,627,533
## path summary, 6_finish.rpt
kind / startpoint / to / slack, ns / cells past startpoint
worst min-delay path: dcache_tag_i[19] / dcache_tag_regs[23][19] / 5.57 / 2
worst max-delay path: dcache_index_i[0] / dcache_hit_o / 11.10 / 13
## cells in the final DEF (no fill, tap or decap), types with 10 or more instances in the layout
cell type,n
a211oi_1,17
a21o_1,11
a21oi_1,55
a221o_1,15
a221oi_1,84
a22o_1,29
a22oi_1,80
a31oi_1,13
and3_1,1282
buf_2,24
buf_4,219
clkbuf_1,47
clkbuf_16,147
clkdlybuf4s50_1,25
clkinv_1,33
clkinv_2,10
edfxtp_1,1344
mux2_2,34
mux2i_1,214
mux4_2,137
nand2_1,156
nand2b_1,63
nand3_1,20
nand3b_1,10
nand4_1,13
nor2_1,98
nor3_1,17
nor3_2,11
nor4_1,14
o21ai_0,48
o22ai_1,80
xnor2_1,12
## metal layers
layer  up-vias  wire [um]  GRT usage [%]
li1      17496          -              -
met1     20456      77800           39.1
met2      3026      99200           42.9
met3       587      43700           25.3
met4        40      14500           14.7
met5         -       1070           3.87
## area by class of cell
| class | count | area, um^2 | area share [%] |
|---|---|---|---|
| tap | 2044 | 2560 | 3.70 |
| multi-input combinational | 2638 | 19800 | 28.6 |
| clock buffer | 194 | 3850 | 5.57 |
| inverter | 5 | 18.8 | 0.0271 |
| timing repair buffer | 276 | 2160 | 3.12 |
| antenna | 7 | 17.5 | 0.0253 |
| sequential | 1344 | 40400 | 58.3 |
| clock inverter | 58 | 407 | 0.588 |
## power by group
part | internal (mW) | switching, mW
registers | 2.23 | 0.0260
logic | 0.117 | 0.324
clock network | 0.951 | 0.773
total | 3.30 | 1.12
No activity file was given, so power comes from the tool's default toggle rates.
