--- flow/design.v ---
module ysyx_041514_icache_tag #(
    TAG_LEN = 20,   
    IDX_LEN = 6,    
    TAG_NUM = 64    
) (
    input clk,
    input rst,
    input [TAG_LEN-1:0] icache_tag_i,   
    input [IDX_LEN-1:0] icache_index_i,   
    input write_valid_i,   
    input fencei_valid_i,
    output icache_hit_o
);
  reg [TAG_LEN-1+1:0] icache_tag_regs[TAG_NUM-1:0];   
  wire _fencei_valid = fencei_valid_i;
  wire valid_bit;
  wire [TAG_LEN-1:0] tag_read;
  assign {valid_bit, tag_read} = icache_tag_regs[icache_index_i];
  wire _icache_hit = (icache_tag_i == tag_read) & valid_bit;   
  assign icache_hit_o = _icache_hit;
  integer i;
  always @(posedge clk) begin
    if (rst) begin
      for (i = 0; i < TAG_NUM; i = i + 1) begin
        icache_tag_regs[i][19:0] <= 'b0;
      end
    end else if (write_valid_i) begin
      icache_tag_regs[icache_index_i][19:0] <= icache_tag_i;
    end
  end
  integer j;
  always @(posedge clk) begin
    if (rst | _fencei_valid) begin
      for (j = 0; j < TAG_NUM; j = j + 1) begin
        icache_tag_regs[j][20] <= 'b0;
      end
    end else if (write_valid_i) begin
      icache_tag_regs[icache_index_i][20] <= 1'b1;
    end
  end
endmodule
--- flow/config.mk ---
export PLATFORM = sky130hd
export DESIGN_NAME = ysyx_041514_icache_tag
export DESIGN_NICKNAME = ysyx_041514_icache_tag
export VERILOG_FILES = /design/flow/design.v
export SDC_FILE = /design/flow/constraint.sdc
export NUM_CORES = 4
export LEC_CHECK = 1
export CORE_UTILIZATION = 30
--- flow/constraint.sdc ---
current_design ysyx_041514_icache_tag

set clk_period 46.4
set clk_io_pct 0.2

create_clock -name clk0 -period $clk_period [get_ports {clk}]

set non_clock_inputs [all_inputs -no_clocks]
set_input_delay [expr $clk_period * $clk_io_pct] -clock clk0 $non_clock_inputs
set_output_delay [expr $clk_period * $clk_io_pct] -clock clk0 [all_outputs]
--- flow/run.sh ---
#!/bin/bash
# OpenROAD 26Q1-2900-gdf79404cd8, Yosys 0.63+post, stock flow scripts
make -C /OpenROAD-flow-scripts/flow DESIGN_CONFIG=/design/flow/config.mk WORK_HOME=/design/flow/orfs finish
==> flow_summary.toml <==
# yosys + openroad results
[synthesis]
synth.most_common_cell = "and2_1"
seq_area_frac_synth = 0.652
ys_ff = 1344
edf_count = 1280
yosys_area_mm2 = 0.0609
yosysCellCount = 4432
synth_cell_types = 77
synth_area_mm2 = 0.0609
top_area_frac = 0.631
synthFlopType = "edfxtp_1"
async_flop_share = 0
yosys-top-cells-count = "and2_1, edfxtp_1, clkbuf_1"
syn_inst = 4432
netlist.top_cell.by_area = "edfxtp_1"
top_cells_by_area = "edfxtp_1, and2_1, mux4_2"
avgSynthCellArea_um2 = 13.7
yosysWarnings = 1

[detailed_routing]
drt_iter0_drc = 3095
drc = 0
ant_nets = 0
drt_wl_total_um = 223000
via_per_inst = 5.25
vias = 37748
avgRoutedWirePerCell_um = 31.0
first_pass_iters = 5

[sta]
worst_slew_pin_slew_ps = 1050
clock_skew_ps = 0
hold_viol = 0
final_max_slew_viol_count = 0
finalSetupTns_ps = 0
rsz0062_at_grt = "false"
fin_ws_ps = 21590
finalClockPeriodUsage = 0.535
slew_headroom = 0.279
max_freq_ghz = 0.0403
period_needed_ps = 24810
hold_ws_ps = 493
final-setup-viol-count = 0

[cts]
cts_hold_buf = 0
clock-root-buffer = "clkbuf_16"
clock_path_buffers = 3
cts_setup_buffers = 0
h-tree-depth = 4
cts_tree = "yes"
clk_pin_slew_ps = 60
postCtsResizedCells = 0
numCtsBuffers = 146
cts_sinks = 1344
worstSkewPairLatency_ps = 810

[placed_design]
hpwl_um = 145000
io_buffers = 30
gp_congestion = 1.06
pre_cts_ws_ps = 21630

[layout]
top_regs = "icache_tag_regs x1344"
top_register = "icache_tag_regs"
regArea_mm2 = 0.0397
drive_gt1_frac = 0.161
area_growth_pct = 13.8
largest_reg_flops = 1344
fillers = 19101
combGateArea_mm2 = 0.0195

[critical_path]
path_max_fanout = 62
start_kind = "input pin"
crit_path_end_kind = "primary output"
required_ps = 37120
critPathArrivalTime_ps = 15530
crit_type = "in2out"

[floorplan]
die_h_um = 453
initCoreUtil = 0.302
rows = 165
die_w_um = 453
dieArea_mm2 = 0.205
pin_count = 31
core_mm2 = 0.202

[flow_run]
cap_violations = 0
warnings = 26

[global_route]
grt_pass1_vias = 38385
groute.usage.overall = 0.231
grt_pass1_wl_um = 310000
grt_max_degree = 73
gr-total-overflow = 0
antenna_found_initial = 10

[pwr]
pwr_density_cell_mw_per_mm2 = 40.0
leakage_nw = 23.9
vdd_drop_max_mv = 0.0282

[worst_hold_path]
hold_path_class = "reg2reg"

[outcome]
outcome = "completed"
-- report_power, final --
part	switching, mW	internal [mW]	total (mW)
registers	0.0190	1.39	1.40
logic	0.169	0.0621	0.232
clock network	0.492	0.647	1.14
total	0.681	2.09	2.77
-- worst max-delay path, cell delays in order --
cell and delay [ps]:
buf_8 380, buf_12 460, buf_4 490, buf_4 530
and3b_2 500, buf_4 350, a22o_1 290, a221oi_1 240
a31oi_1 190, nor4_1 630, nand3_1 170, xnor2_1 180
nand4_1 130, nor4_2 880, buf_4 230, clkdlybuf4s50_1 450
-- metrics by stage --
stage,utilization,std cells,instance area [µm²],total power [mW]
final,0.343,7188,69300,2.77
after global routing,0.343,7187,69300,2.85
after CTS,0.343,7187,69300,2.78
after detailed placement,0.320,6925,64700,1.66
after global placement,0.320,6925,64700,1.66
after floorplan,-,4432,60900,1.54
-- final cells by class --
cell class / count / area share
repair buffers: 279 / 0.0300
clock inverters: 81 / 0.0116
inverters: 4 / 0.000253
multi-input cells: 2626 / 0.281
clock buffers: 181 / 0.0554
flip-flops and latches: 1344 / 0.573
diodes: 1 / 0.0000361
well taps: 2672 / 0.0482
-- cells by family after synthesis --
logic type	count (synthesis)	share of synthesized area
DFF	1344	0.652
and+or+nand+nor	1671	0.163
xor gates and xnor gates	15	0.00216
muxes	342	0.0841
buffers and inverters	462	0.0324
AOI/OAI and AO/OA	598	0.0660
-- cell usage in the layout (no fill, tap or decap), drive strengths merged, types with 64 or more instances in the layout --
cell type  count
a21oi        109
buf          276
clkinv        66
mux4         129
and2        1285
dfxtp         64
o21ai         98
edfxtp      1280
o22ai         85
a22oi        144
nor2         162
mux2i        173
clkbuf       181
-- path summary, 6_finish.rpt --
kind,from,cells past startpoint,endpoint,slack (ps)
worst max-delay path,icache_index_i[0],16,icache_hit_o,21590
worst min-delay path,icache_tag_regs[12][20],2,icache_tag_regs[12][20],490
worst max register to register,icache_tag_regs[51][20],2,icache_tag_regs[51][20],45580
worst min register to register,icache_tag_regs[12][20],2,icache_tag_regs[12][20],490
-- metal layers --
metal | vias to the layer above | global-route usage | wire length (µm)
li1 | 16222 | - | -
met1 | 18760 | 0.271 | 76300
met2 | 2248 | 0.335 | 99100
met3 | 504 | 0.152 | 34000
met4 | 14 | 0.105 | 13400
met5 | - | 0.000466 | 108
No activity file was given, so power comes from the tool's default toggle rates.
